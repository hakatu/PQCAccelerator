==> /design/flow/design.v <==
module Brent_Kung_Adder(A,B,S);
	input	[64 - 1:0]	A;
	input	[64 - 1:0]	B;
	output	[64:0]		S;
	wire	[64 / 4 * 2 - 1:0]	r_temp;
	wire	[64 / 4 * 2 - 1:0]	r;
	wire	[64 / 4:0]		cin;
	wire	[64 / 4 * 2 - 1:0]	q;
	assign cin[0] = 1'b0;
	generate
	genvar i;
	for(i = 0;i < 64 / 4;i = i + 1) begin: parallel_FA_CLA_prefix
		group_q_generation #(.Groupsize(4))
		f(.a(A[4 * (i + 1) - 1:4 * i]),
		  .b(B[4 * (i + 1) - 1:4 * i]),
		  .cin(cin[i]),
		  .s(S[4 * (i + 1) - 1:4 * i]),
		  .qg(q[i * 2 + 1:i * 2]));
	end
	parallel_prefix_tree_first_half #(.Treesize(64 / 4))
	t1(.q(q[64 / 4 * 2 - 1:0]),
	   .r(r_temp[64 / 4 * 2 - 1:0]));
	parallel_prefix_tree_second_half #(.Treesize(64 / 4))
	t2(.q(r_temp[64 / 4 * 2 - 1:0]),
	   .r(r[64 / 4 * 2 - 1:0]));
	for(i = 0;i < 64 / 4;i = i + 1) begin: cin_generation
		cin_generation_logic f(.r(r[2 * i + 1:2 * i]),
							   .c0(1'b0),
							   .cin(cin[i + 1]));
	end
	assign S[64] = cin[64 / 4];
	endgenerate
endmodule
module parallel_prefix_tree_first_half #(parameter Treesize = 64 / 4)(q,r);
	input	[Treesize * 2 - 1:0]	q;
	output	[Treesize * 2 - 1:0]	r;
	generate
	genvar i;
	if(Treesize == 2) begin: trival_case
		assign r[1:0] = q[1:0];
		prefix_logic f(.ql(q[1:0]),
					   .qh(q[3:2]),
					   .r(r[3:2]));
	end
	else begin: recursive_case
		wire	[Treesize * 2 - 1:0]	r_temp;
		parallel_prefix_tree_first_half #(.Treesize(Treesize / 2))
		recursion_lsbh(.q(q[Treesize - 1:0]),
					   .r(r_temp[Treesize - 1:0]));
		parallel_prefix_tree_first_half #(.Treesize(Treesize / 2))
		recursion_msbh(.q(q[Treesize * 2 - 1:Treesize]),
					   .r(r_temp[Treesize * 2 - 1:Treesize]));
		for(i = 0;i < Treesize * 2;i = i + 2) begin: parallel_stitch_up
			if(i != Treesize * 2 - 2) begin: parallel_stitch_up_pass
				assign r[i + 1:i] = r_temp[i + 1:i];
			end
			else begin: parallel_stitch_up_produce
				prefix_logic f(.ql(r_temp[Treesize - 1:Treesize - 2]),
							   .qh(r_temp[Treesize * 2 - 1:Treesize * 2 - 2]),
							   .r(r[Treesize * 2 - 1:Treesize * 2 - 2]));
			end
		end
	end
	endgenerate
endmodule
module parallel_prefix_tree_second_half #(parameter Treesize = 64 / 4)(q,r);
	input	[Treesize * 2 - 1:0]	q;
	output	[Treesize * 2 - 1:0]	r;
	wire	[Treesize * 2 * ($clog2(Treesize) - 1) - 1:0]	r_temp;
	assign r_temp[Treesize * 2 - 1:0] = q[Treesize * 2 - 1:0];
	generate
	genvar i, j;
	for(i = 0;i < $clog2(Treesize) - 2;i = i + 1) begin: second_half_level
		assign r_temp[Treesize * 2 * (i + 1) + ((Treesize / (2 ** i)) - 1 - 2 ** ($clog2(Treesize / 4) - i)) * 2 - 1:Treesize * 2 * (i + 1)] = r_temp[Treesize * 2 * i + ((Treesize / (2 ** i)) - 1 - 2 ** ($clog2(Treesize / 4) - i)) * 2 - 1:Treesize * 2 * i];
		for(j = (Treesize / (2 ** i)) - 1 - 2 ** ($clog2(Treesize / 4) - i);j < Treesize;j = j + 2 ** ($clog2(Treesize / 2) - i)) begin: second_half_level_logic
			prefix_logic f(.ql(r_temp[Treesize * 2 * i + (j - 2 ** ($clog2(Treesize / 4) - i)) * 2 + 1:Treesize * 2 * i + (j - 2 ** ($clog2(Treesize / 4) - i)) * 2]),
						   .qh(r_temp[Treesize * 2 * i + j * 2 + 1:Treesize * 2 * i + j * 2]),
						   .r(r_temp[Treesize * 2 * (i + 1) + j * 2 + 1:Treesize * 2 * (i + 1) + j * 2]));
			if(j != Treesize - 1 - 2 ** ($clog2(Treesize / 4) - i)) begin: second_half_level_direct_connect
				assign r_temp[Treesize * 2 * (i + 1) + (j + 2 ** ($clog2(Treesize / 2) - i)) * 2 - 1:Treesize * 2 * (i + 1) + j * 2 + 2] = r_temp[Treesize * 2 * i + (j + 2 ** ($clog2(Treesize / 2) - i)) * 2 - 1:Treesize * 2 * i + j * 2 + 2];
			end
		end
		assign r_temp[Treesize * 2 * (i + 2) - 1:Treesize * 2 * (i + 2) - (2 ** ($clog2(Treesize / 4) - i)) * 2] = r_temp[Treesize * 2 * (i + 1) - 1:Treesize * 2 * (i + 1) - (2 ** ($clog2(Treesize / 4) - i)) * 2];
	end
	assign r[1:0] = r_temp[Treesize * 2 * ($clog2(Treesize) - 2) + 1:Treesize * 2 * ($clog2(Treesize) - 2)];
	for(i = 1;i < Treesize;i = i + 2) begin: final_r_odd
		assign r[i * 2 + 1:i * 2] = r_temp[Treesize * 2 * ($clog2(Treesize) - 2) + i * 2 + 1:Treesize * 2 * ($clog2(Treesize) - 2) + i * 2];
	end
	for(i = 2;i < Treesize;i = i + 2) begin: final_r_even
		prefix_logic f(.ql(r_temp[Treesize * 2 * ($clog2(Treesize) - 2) + i * 2 - 1:Treesize * 2 * ($clog2(Treesize) - 2) + i * 2 - 2]),
					   .qh(r_temp[Treesize * 2 * ($clog2(Treesize) - 2) + i * 2 + 1:Treesize * 2 * ($clog2(Treesize) - 2) + i * 2]),
					   .r(r[i * 2 + 1:i * 2]));
	end
	endgenerate
endmodule
module group_q_generation #(parameter Groupsize = 4)(a,b,cin,s,qg);
	input	[Groupsize - 1:0]	a;
	input	[Groupsize - 1:0]	b;
	input				cin;
	output	[Groupsize - 1:0]	s;
	output	[1:0]			qg;
	wire	[2 * Groupsize - 1:0]	q;
	wire	[Groupsize - 1:0]	c;
	assign c[0] = cin;
	generate
	genvar i;
	for(i = 0;i < Groupsize;i = i + 1) begin: parallel_FA_CLA_prefix
		FA_CLA_prefix f(.a(a[i]),
						.b(b[i]),
						.cin(c[i]),
						.s(s[i]),
						.q(q[i * 2 + 1:i * 2]));
		if(i != Groupsize - 1)begin: special_case
			assign c[i + 1] = q[i * 2 + 1] | q[i * 2] & c[i];
		end
	end
	if(Groupsize == 1) begin: case_gs1
		assign qg[1] = q[1];
		assign qg[0] = q[0];
	end
	else if(Groupsize == 2) begin: case_gs2
		assign qg[1] = q[3] | (q[1] & q[2]);
		assign qg[0] = q[2] & q[0];
	end
	else if(Groupsize == 4) begin: case_gs4
		assign qg[1] = q[7] | (q[5] & q[6]) | (q[3] & q[6] & q[4]) | (q[1] & q[6] & q[4] & q[2]);
		assign qg[0] = q[6] & q[4] & q[2] & q[0];
	end
	else if(Groupsize == 8) begin: case_gs8
		assign qg[1] = q[15] | (q[13] & q[14]) | (q[11] & q[14] & q[12]) | (q[9] & q[14] & q[12] & q[10]) | (q[7] & q[14] & q[12] & q[10] & q[8]) | (q[5] & q[14] & q[12] & q[10] & q[8] & q[6]) | (q[3] & q[14] & q[12] & q[10] & q[8] & q[6] & q[4]) | (q[1] & q[14] & q[12] & q[10] & q[8] & q[6] & q[4] & q[2]);
		assign qg[0] = q[14] & q[12] & q[10] & q[8] & q[6] & q[4] & q[2] & q[0];
	end
	endgenerate
endmodule
module cin_generation_logic(r,c0,cin);
	input	[1:0]	r;
	input		c0;
	output		cin;
	assign cin = (r[0] & c0) | r[1];
endmodule
module prefix_logic(ql,qh,r);
	input	[1:0]	ql;
	input	[1:0]	qh;
	output	[1:0]	r;
	assign r[0] = qh[0] & ql[0];
	assign r[1] = (qh[0] & ql[1]) | qh[1];
endmodule
module FA_CLA_prefix(a,b,cin,s,q);
	input 		a;
	input 		b;
	input 		cin;
	output 		s;
	output	[1:0]	q;
	assign q[0] = a ^ b;
	assign s = q[0] ^ cin;
	assign q[1] = a & b;
endmodule
module MULT3 (
	clock,
	dataa,
	datab,
	result);
	input	  clock;
	input signed	[31:0]  dataa;
	input signed	[31:0]  datab;
	output signed	[63:0]  result;
assign result = dataa * datab;
endmodule
`timescale 1ns / 1ps
module butterfly(
	clk,
	rst,
	mode,
	a,
	b,
	w,
	c,
	d
	);
	input clk;
	input rst;
	input [31:0] a;
	input [31:0] b;
	input [31:0] w;
	input [1:0] mode;  
	output [31:0] c;
	output [31:0] d;
	wire [31:0] c_ntt,c_intt,c_bp;
	wire [31:0] d_ntt,d_intt,d_bp;
	wire [63:0] sum; 
	wire [63:0] sub;
	wire [63:0] mult_vw, mult_uw;
	wire [31:0] t_vw;
	wire [31:0] ba_vw;
	wire [63:0] add_a,add_b,sub_a,sub_b, sub_t;
	wire [31:0] cmux,dmux;
	wire [31:0] sub_m;
	wire sum_c, sub_c;
	reg [31:0] a1, b1, a2, b2, a3, b3, a4, b4, a5, b5;
   reg [31:0] t_vw1, ba_vw1;
   reg [63:0] mult_vw1, mult_uw1, mult_vw2, mult_uw2, mult_vw3, mult_uw3;
	reg [63:0] sum1;
	reg [63:0] sub1, sub_t1;
	reg [63:0] add_a1,add_b1,sub_a1,sub_b1;
   reg [1:0] mode1, mode2, mode3, mode4, mode5;
	MULT3 iMULT_0(clk,b,w,mult_vw);
	MULT3 iMULT_1(clk,a,w,mult_uw);
   always @(posedge clk) begin
	   if(rst) begin
		   a1 <= 'd0;
			b1 <= 'd0;
		   mult_vw1 <= 'd0;
			mult_uw1 <= 'd0;
			mode1 <= 'd0;
		end else begin
		   a1 <= a;
			b1 <= b;
		   mult_vw1 <= mult_vw;
			mult_uw1 <= mult_uw;
		   mode1 <= mode;	
		end
	end
	mont_reduce_1 imont_reduce_1_0 (mult_vw1,t_vw);
	always @(posedge clk) begin
	   if(rst) begin
		   a2 <= 'd0;
			b2 <= 'd0;
		   mult_vw2 <= 'd0;
			mult_uw2 <= 'd0;
			t_vw1 <= 'd0;
			mode2 <= 'd0;	
		end else begin
		   a2 <= a1;
			b2 <= b1;
		   mult_vw2 <= mult_vw1;
			mult_uw2 <= mult_uw1;
			t_vw1 <= t_vw;
			mode2 <= mode1;	
		end
	end
	mont_reduce_2 imont_reduce_2_0 (mult_vw2,t_vw1,ba_vw);
	always @(posedge clk) begin
	   if(rst) begin
		   a3 <= 'd0;
			b3 <= 'd0;
		   ba_vw1 <= 'd0;
			mode3 <= 'd0;
		   mult_vw3 <= 'd0;
			mult_uw3 <= 'd0;			
		end else begin
		   a3 <= a2;
			b3 <= b2;
		   ba_vw1 <= ba_vw;
			mode3 <= mode2;	
		   mult_vw3 <= mult_vw2;
			mult_uw3 <= mult_uw2;
		end
	end
	assign add_a = {32'b0, a3};
	assign add_b = (mode3==2'b00)? {32'b0, ba_vw1} : {32'b0, b3};
	assign sub_a = (mode3==2'b00)? {32'b0, a3} : mult_uw3;
	assign sub_b = (mode3==2'b00)? (~{32'b0, ba_vw1} + 1) : (~mult_vw3 + 1);
	always @(posedge clk) begin
	   if(rst) begin
		   a4 <= 'd0;
			b4 <= 'd0;
			mode4 <= 'd0;
			add_a1 <= 'd0;
			add_b1 <= 'd0;
			sub_a1 <= 'd0;
			sub_b1 <= 'd0;
		end else begin
		   a4 <= a3;
			b4 <= b3;
			mode4 <= mode3;
			add_a1 <= add_a;
			add_b1 <= add_b;
			sub_a1 <= sub_a;
			sub_b1 <= sub_b;
		end
	end
	Brent_Kung_Adder  iBKmodADD (add_a1,add_b1,{sum_c,sum});
	Brent_Kung_Adder  iBKmodSUB (sub_a1,sub_b1,{sub_c,sub});
	mont_reduce_1 imont_reduce_sub_1 (sub,sub_t);
	always @(posedge clk) begin
	   if(rst) begin
		   a5 <= 'd0;
			b5 <= 'd0;
		   sum1 <= 'd0;
			sub1 <= 'd0;
			sub_t1 <= 'd0;
			mode5 <= 'd0;
		end else begin
		   a5 <= a4;
			b5 <= b4;
		   sum1 <= sum;
			sub1 <= sub;
			sub_t1 <= sub_t;
			mode5 <= mode4;
		end
	end
	mont_reduce_2 imont_reduce_sub_2 (sub1,sub_t1,sub_m);
	assign c_ntt = sum1[31:0];
	assign d_ntt = sub1[31:0];
	assign c_intt = sum1[31:0];
	assign d_intt = sub_m[31:0];
	assign c_bp = a5;
	assign d_bp = b5;
	mux_xx2_p imux_xx21 (clk,rst,c_ntt,c_intt,c_bp,16'b0,mode5,cmux);
	mux_xx2_p imux_xx22 (clk,rst,d_ntt,d_intt,d_bp,16'b0,mode5,dmux);
	assign c = cmux;
	assign d = dmux;
endmodule
module mont_reduce_1(
a,
t
);
parameter MONT = -1044 ;   
parameter QINV = 58728449  ;  
parameter WIDTH = 32    ;  
input signed [63:0] a;       
output reg signed [WIDTH-1:0] t;  
always @ (a) begin
    t = a * QINV;   
end
endmodule
module mont_reduce_2(
a,
t,
result
);
parameter KYBER_Q = 8380417 ; 
parameter WIDTH = 32    ;  
input signed [63:0] a;       
input signed [31:0] t;       
output reg signed [WIDTH-1:0] result;  
reg signed [63:0] t2;
always @ (a) begin
    t2 = a - t*KYBER_Q;     
    result = t2[63:32];         
end
endmodule
`timescale 1ns / 1ps
module mux_xx2_p(clk, rst_n, a,b,c,d,s,o);
    input clk;
	 input rst_n;
    input [1:0] s;
    input [31:0] a,b,c,d;
    output reg [31:0] o;
    always @(posedge clk, posedge rst_n) begin
	     if(rst_n) begin
		     o <= 'd0;
		  end
		  else begin
		     case(s)
           2'b00 : o <= a;
           2'b01 : o <= b;
           2'b10 : o <= c;
           default : o <= d;
           endcase
		  end
	 end
endmodule
==> /design/flow/run.sh <==
#!/bin/bash
# OpenROAD 26Q1-2900-gdf79404cd8, Yosys 0.63+post, stock flow scripts
make -C /OpenROAD-flow-scripts/flow DESIGN_CONFIG=/design/flow/config.mk WORK_HOME=/design/flow/orfs finish
==> /design/flow/config.mk <==
export PLATFORM = sky130hd
export DESIGN_NAME = butterfly
export DESIGN_NICKNAME = butterfly
export VERILOG_FILES = /design/flow/design.v
export SDC_FILE = /design/flow/constraint.sdc
export NUM_CORES = 4
export LEC_CHECK = 1
export CORE_UTILIZATION = 50
export SYNTH_HDL_FRONTEND = slang
==> /design/flow/constraint.sdc <==
current_design butterfly

set clk_period 24.8
set clk_io_pct 0.2

create_clock -name clk0 -period $clk_period [get_ports {clk}]

set non_clock_inputs [all_inputs -no_clocks]
set_input_delay [expr $clk_period * $clk_io_pct] -clock clk0 $non_clock_inputs
set_output_delay [expr $clk_period * $clk_io_pct] -clock clk0 [all_outputs]
==> notes.org <==
#+TITLE: Physical design notes

** Synth
- Adder-cell area share of the yosys netlist :: 0.505
- Part of the Yosys area used for sequential elements :: 0.164
- After synthesis, the share of cell area in mux cells is 0.00345.
- According to the Yosys statistics, the synthesized design has a chip area of 0.137 mm².
- Post-synthesis xor/xnor area fraction :: 0.0283
- Yosys mapped the design onto 86 distinct sky130hd cell types.
- Leading register cell type out of synthesis :: dfxtp_1
- Post-synthesis average cell area :: 9.58 µm²
- The post-synth register bit count is 1,104.
- After synthesis the cells add up to 0.137 mm².
- Grouping non-sequential cells by family puts the most area in adder cells.
- Of all flip-flops after synthesis, the portion carrying an async set or reset was 0.0580.
- In this run, the synthesized area fraction spent on AND-OR/OR-AND gates is recorded as 0.0623.
- Yosys stat cell total :: 14,293
- Area fraction in and, or, nand and nor cells :: 0.136
- Yosys synthesis warning count :: 0
- Synthesis produced 14,293 cells.
- Number of enable-type register cells in the synthesized netlist :: 0

** Cells and area
- Finished Cell Area :: 0.146 mm²
- In the final layout, the multi-input gates occupy 0.101 mm².
- Leaving out fill and tap cells, the most frequent cell in the layout is inv_1.
- The layout report lists the combined flip-flop and latch area as 0.0224 mm².
- Leaving out fill and tap cells, the most frequent cells in the layout are inv_1 (3,039), fa_1 (2,744), nand2_1 (1,740), ha_1 (1,135), dfxtp_1 (1,037).
- Layout cell share with drive strength beyond 1 :: 0.0326
- Area added between synthesis and finish :: 6.47%
- Number of filler cells placed in the layout :: 23,652

** Critical path
- Required @ worst endpoint :: 25.47 ns
- For this design, the slowest cell found on the critical path is clkdlybuf4s50_1.
- Critical Path Max Stage Delay :: 0.99 ns
- Worst path most repeated cell :: fa_1
- Max fanout on the critical path was recorded as 25.
- STA classifies the critical path startpoint as an input port.
- The critical path is of the in -> reg type.
- The OpenROAD report gives the critical path a data arrival time of 14.38 ns.
- STA classifies the critical path endpoint as a register.

** Route
- The routed layout reports a DRC error count of 0.
- Via count :: 93,467
- Iteration count of the initial detailed-routing pass :: 5
- Number of vias per cell after detailed routing :: 5.25
- Routed WL per cell :: 22.1 µm
- Starting DRT DRC Count :: 4,487
- Detailed Route WL :: 393,000 µm
- Number of nets with antenna violations after detailed routing :: 0

** Global routing
- Total congestion overflow :: 0
- Entering global routing, the biggest net connects 172 pins.
- Via count of the first global-routing pass :: 101,248
- The global routing report lists combined usage of all routing layers as 0.318.
- Wire length of the first global-routing pass :: 611,000 µm
- The initial antenna violation count was 29.

** Timing
- The worst-case max-slew headroom was logged as 0.307.
- Final worst hold slack :: 0.406 ns
- In the final report, the number of pins over their slew limit comes to 0.
- Maximum clock rate :: 0.0729 GHz
- Setup repair after global routing left no endpoint under its margin.
- The final timing report lists clock skew as 0.0459 ns.
- The final timing summary puts the cycle share of the worst path at 0.553.
- Endpoints failing hold :: 0
- Looking at the max-slew report, the worst-margin pin has a slew of 1.03 ns.
- The final report lists the setup-violating endpoint count as 0.
- The smallest clock period supported by the final layout is computed as 13.72 ns.
- Adding up every negative setup slack in the final design gives 0 ns.

** Floorplanning
- Area of the die :: 0.276 mm²
- Effective utilization at floorplan :: 0.504
- Die extent in x :: 525 µm
- Cell Rows :: 191
- Placeable core region :: 0.271 mm²
- In this run the vertical extent of the chip is 525 µm.
- Number of primary I/O pins :: 164

** CTS
- CTS built an H-tree with a depth of 3.
- CTS Sinks :: 1,104
- Post-CTS Repair Setup Buffers :: 0
- The number of gates resized after CTS was 0.
- TritonCTS built the clock tree.
- Hold-fix buffer count after cts :: 0
- Per the skew report, the later register of the worst-skew pair sees a clock latency of 0.75 ns.
- Clock transition at the registers of the reported paths :: 0.06 ns
- Number of buffers created by CTS :: 111
- Per the CTS log, the buffer count on the longest clock path is 3.
- The tree is rooted in a clkbuf_16.

** Run status
- The run finished with clean final reports.

** Placed design
- Half-perimeter wire length after placement :: 312,000 µm
- Placer's final routability congestion estimate :: 0.988
- The count of buffers added on input and output ports is 163.
- Once placement finished, the instance area stood at 0.142 mm².

** Job
- The number of maximum-capacitance violations recorded for the run is 0.
- Tool Warnings :: 72

** Hold path
- The min-delay analysis places its worst path in the category reg -> reg.
[registers in the layout, indices dropped and copies added (netlist names), 64 cells and up]
name	flops
mult_uw1	64
mult_uw2	64
mult_uw3	64
mult_vw1	64
mult_vw3	64
sub1	64
sub_a1	64
sub_b1	64
[through the flow]
step | setup slack, ns | cells | utilization
floorplan | 12.24 | 14293 | -
global placement | 10.31 | 17575 | 0.522
detailed placement | 10.36 | 17575 | 0.522
CTS | 11.17 | 17781 | 0.537
global route | 10.54 | 17785 | 0.537
finish | 11.08 | 17789 | 0.537
[logic make-up after synthesis]
group                      count (synthesis)
DFF                                     1104
buffers and inverters                   3668
xor gates and xnor gates                 442
AOI/OAI and AO/OA                       1286
adders and majority gates               3879
muxes                                     47
and+or+nand+nor                         3867
[layout make-up]
cell class	count	area share
Antenna cell	8	0.000137
Multi-Input combinational cell	9521	0.691
Clock inverter	59	0.00538
Clock buffer	147	0.0213
Tap cell	3570	0.0307
Inverter	3043	0.0784
Sequential cell	1104	0.154
Timing Repair Buffer	337	0.0193
[worst paths after layout]
| path | to | depth (start not counted) | start | slack [ns] |
|---|---|---|---|---|
| max in group asynchronous | imux_xx22.o[3] | 3 | rst | 19.25 |
| min in group asynchronous | imux_xx21.o[28] | 2 | rst | 4.48 |
| setup / recovery | mult_vw1[62] | 30 | b[16] | 11.08 |
| hold reg to reg | a2[14] | 1 | a1[14] | 0.41 |
| setup reg to reg | imux_xx22.o[31] | 31 | sub1[6] | 14.62 |
| hold / removal | a2[14] | 1 | a1[14] | 0.41 |
[worst max-delay path, delay by kind of cell]
family / cells / cell delay [ns]
fa+ha+maj: 9 / 4.43
compound gates: 8 / 2.47
buf+inv: 9 / 1.87
simple gates: 4 / 0.62
[synth_stat cells (all sizes together) (12+ instances only)]
cell | number | area (µm²)
or3 | 34 | 218
o21ai | 189 | 946
inv | 3042 | 11400
o21a | 52 | 390
a211oi | 31 | 233
fa | 2744 | 54900
o22ai | 23 | 144
nand3 | 84 | 420
clkbuf | 612 | 2300
o31ai | 31 | 238
a31oi | 49 | 307
and2 | 544 | 3400
and3 | 41 | 257
mux2i | 46 | 460
a21oi | 364 | 1830
a21boi | 33 | 248
nand2 | 1740 | 6530
o21bai | 61 | 458
a21o | 224 | 1680
ha | 1135 | 14200
nand2b | 93 | 582
a211o | 15 | 131
o2111ai | 12 | 105
or2 | 20 | 125
nor3 | 73 | 370
dfxtp | 1040 | 20800
o32a | 32 | 320
o211ai | 23 | 178
nor4 | 18 | 113
nor2b | 692 | 4330
nor2 | 433 | 1630
xnor2 | 268 | 2350
a31o | 29 | 254
dfrtp | 64 | 1600
buf | 13 | 60.1
xor2 | 174 | 1520
nand4 | 49 | 307
a22o | 36 | 315
[metal layers]
layer  global-route usage  part of all wire
met4               0.0884             0.037
met3                0.143              0.12
met1                0.468              0.41
met2                0.448              0.43
met5               0.0118            0.0012
