--- ./config.mk ---
export PLATFORM = sky130hd
export DESIGN_NAME = alram113x
export DESIGN_NICKNAME = alram113x
export VERILOG_FILES = /design/flow/design.v
export SDC_FILE = /design/flow/constraint.sdc
export NUM_CORES = 4
export LEC_CHECK = 1
export CORE_UTILIZATION = 50
export SYNTH_HDL_FRONTEND = slang
export SYNTH_MEMORY_MAX_BITS = 65536
--- ./constraint.sdc ---
current_design alram113x

set clk_period 173.4
set clk_io_pct 0.2

create_clock -name clk0 -period $clk_period [get_ports {clkr}]
create_clock -name clk1 -period $clk_period [get_ports {clkw}]

set non_clock_inputs [all_inputs -no_clocks]
set_input_delay [expr $clk_period * $clk_io_pct] -clock clk0 $non_clock_inputs
set_output_delay [expr $clk_period * $clk_io_pct] -clock clk0 [all_outputs]
--- ./design.v ---
module alram112x
    (
     clkw, 
     clkr, 
     rst,
     rdo, 
     ra, 
     wdi, 
     wa, 
     we  
     );
parameter WID = 256;
parameter AWID = 5;  
parameter DEP = 1<<AWID;
input clkw;
input clkr;
input rst;
output [WID-1:0] rdo;
input [AWID-1:0] ra;
input [WID-1:0]  wdi;
input [AWID-1:0] wa;
input            we;
reg [WID-1:0]    mem [DEP-1:0];  
reg [AWID-1:0]   ra_reg;
reg [WID-1:0]    rdonor;
always@(posedge clkw)
    begin
    if(we)
        mem[wa] <= wdi;
    end
always@(posedge clkr)
    begin
    rdonor <= mem[ra_reg];
    ra_reg <= ra;
    end
assign rdo =  rdonor;
endmodule
module alram113x
    (
     clkw, 
     clkr, 
     rst,
     rdo, 
     ra, 
     wdi, 
     wa, 
     we  
     );
parameter WID = 256;
parameter AWID = 5;  
parameter DEP = 1<<AWID;
input clkw;
input clkr;
input rst;
output [WID-1:0] rdo;
input [AWID-1:0] ra;
input [WID-1:0]  wdi;
input [AWID-1:0] wa;
input            we;
reg [AWID-1:0]   ira;
reg [WID-1:0]   rdo;
wire [WID-1:0]    irdo;
always@(posedge clkr)
    begin
    ira <= ra;
    rdo <= irdo;
    end
alram112x
    #(WID,AWID)
ialram112x
    (
     .clkw(clkw), 
     .clkr(clkr), 
     .rst(rst),
     .rdo(irdo), 
     .ra(ira), 
     .wdi(wdi), 
     .wa(wa), 
     .we(we)  
     );
endmodule
--- ./run.sh ---
#!/bin/bash
# OpenROAD 26Q1-2900-gdf79404cd8, Yosys 0.63+post, stock flow scripts
make -C /OpenROAD-flow-scripts/flow DESIGN_CONFIG=/design/flow/config.mk WORK_HOME=/design/flow/orfs finish
==> job_summary.md <==
## PnR job results

| Metric | Value |
|---|---|
| Die height | `796 µm` |
| Drt total wl | `approximately 810000 µm` |
| CTS tree | `yes` |
| Startpoint Class | `primary input` |
| Total global routing overflow | `0` |
| Layout cells sized above 1 | `27.2%` |
| FF-to-FF path depth | `11` |
| Post-route antenna net violation count | `0` |
| Vias | `between 100k and 150k` |
| IO Port Bufs | `about 520` |
| R2R Setup Slk | `165.86 ns` |
| Worst Setup EP | `ialram112x.mem[14][138]$_DFFE_PP_` |
| FP Core Util | `about half` |
| Global-route wire length before repair | `1160000 µm` |
| Post-Route Setup TNS | `0 ns` |
| FF-to-FF Start | `ialram112x.ra_reg[2]$_DFF_P_` |
| Drt pass-1 iters | `7` |
| Pwr/cell area | `about 12 mW/mm²` |
| Routed vias/inst | `6.19` |
| Peak VDD IR | `0.0118 mV` |
| Worst path cell trace | `clkdlybuf4s50_1 > nand3b_1 > nor2_4 > buf_4 > buf_4 > buf_4 > buf_4 > buf_4` |
| Tool Warnings | `34` |
| Synthesized area per cell | `24.2 µm²` |
| Row Count | `a little under 300` |
| Critical Path RT | `174.19 ns` |
| Drt first-iter violations | `8920` |
| Reg2reg end | `ialram112x.rdo[85]$_DFF_P_` |
| Sink Count | `8714` |
| HP Class | `reg -> reg` |
| CP most frequent cell | `buf_4` |
| Setup CP Type | `in -> reg` |
| Slowest cell delay on critical path | `0.77 ns` |
| LEAKAGE | `114 nW` |
| Synth warnings | `0` |
| Post-CTS setup buffers | `0` |
| I/O pins | `526` |
| Ys flop type | `edfxtp_1` |
| Chip area | `0.634 mm²` |
| Synth cell count leaders | `edfxtp_1, mux4_2, o22ai_1, dfxtp_1, buf_2` |
| Chip Area, Yosys | `0.316 mm²` |
| Slew HR | `14.9%` |
| Ys flops | `about 8700` |
| Cell area leaders | `edfxtp_1, mux4_2, dfxtp_1, o22ai_1, mux2_2` |
| Largest net degree at the start of global routing | `105` |
| Die width | `796 µm` |
| Setup Skew | `0.125 ns` |
| Post-synthesis cell count | `between 10000 and 15000` |
| Largest area contributor in the netlist | `edfxtp_1` |
| Top cell family by delay on the critical path | `buffers and inverters` |
| Synth cell types | `32` |
| Slew Viols, Final | `0` |
| Mapped Area | `0.316 mm²` |
| Max-Cap Viols | `0` |
| Final hold violations | `0` |
| RSZ-0062 raised after global routing | `false` |
| Layout area overhead | `14.8%` |
| Yosys stat cell total | `13065` |
| Routability cong. | `between 0.8 and 0.9` |
| Initial antenna violation count | `79` |
| DRC Markers | `0` |
| Area leader share | `77.9%` |
| Max reg flops | `8192` |
| Total GRT Usage | `29.4%` |
| CP max stage cell | `nor2_4` |
| Critical Path AT | `40.06 ns` |
| Worst Setup SP | `wa[4]` |
| Hold Buf Count CTS | `0` |
| Sequential fraction of the synthesis area | `81.3%` |
| WP depth | `8` |
| Resize count post-CTS | `0` |
| Setup Viol. Count Final | `0` |
| Regs by FF count | `ialram112x.mem: 8192 flops, ialram112x.rdo: 256 flops, rdo: 256 flops` |
| CTS clk-pin slew, worst paths | `0.06 ns` |
| Status | `finished, final reports clean` |
| Post-synth EDFFs | `8192` |
| Biggest register | `ialram112x.mem` |
| Most common cell in the netlist | `edfxtp_1` |
| Post-synth ARST share | `0%` |
| Crit-path max FO | `31` |
| Buf/Inv on CP | `6` |
| Drt wl/cell | `34.4 µm` |
| Slew @ Worst Pin | `1.26 ns` |
| Core Area | `0.628 mm²` |
| Worst setup EP type | `flip-flop` |
| Vias in the first global route | `166543` |
| Hpwl dp | `between 400000 and 500000 µm` |
| Hold WS | `0.264 ns` |
[how the worst min path moves through the flow]
stage                         startpoint         endpoint  slack, ns  cells past startpoint
finish        ialram112x.rdo[67]$_DFF_P_  rdo[67]$_DFF_P_       0.26                      0
global route  ialram112x.rdo[67]$_DFF_P_  rdo[67]$_DFF_P_       0.30                      0
CTS           ialram112x.rdo[67]$_DFF_P_  rdo[67]$_DFF_P_       0.29                      0
[area by class of cell]
| class | count | area (µm²) |
|---|---|---|
| fillers | 43448 | 266000 |
| flip-flops and latches | 8714 | 256000 |
| multi-input cells | 3646 | 55800 |
| clock buffers | 1094 | 23400 |
| repair buffers | 1243 | 11000 |
| well taps | 8350 | 10400 |
| clock inverters | 539 | 4990 |
| diodes | 64 | 160 |
[routing by layer]
layer,global-route usage [%],share of wire (%),up-vias,wire length [µm]
met2,41.4,47,12133,386000
met1,33.2,28,72835,227000
met3,26.7,21,1697,169000
met4,8.77,3.8,68,31000
met5,0.975,0.12,-,954
li1,-,-,59658,-
[cells by family after synthesis]
family	synth area share, %
and+or+nand+nor	0.594
AOI/OAI and AO/OA	2.37
buffers and inverters	1.19
muxes	14.6
DFF	81.3
[layout by cell type (no fill, tap or decap), types with 5 or more instances in the layout]
cell             synthesis  layout
dfxtp_1                522     519
bufinv_16                0      63
nor4_2                   0      13
inv_8                    0       9
a22oi_1                 31      31
nor4_1                 225     212
nand3b_1                 5       5
clkinv_1                 0     203
clkbuf_8                 0       6
clkinv_16                0      12
inv_6                    0      27
clkbuf_1               212     184
buf_4                  167     694
o22ai_1                993     993
clkinv_8                 0      18
nor2_4                   0      33
clkbuf_16                0     904
inv_16                   0      15
mux2i_1                 62      62
o31ai_1                 31      31
clkdlybuf4s50_1          0     523
clkinvlp_4               0      26
a22o_1                  62      62
clkinv_4                 0       6
nor2_1                  66      33
edfxtp_1              8192    8192
clkinv_2                 0     160
a211o_1                 31      31
buf_12                   0      26
diode_2                  0      64
mux2_2                 186     186
mux4_2                1924    1924
[where the power goes]
group          switching, mW  internal (mW)  total (mW)
Clock                  0.817           1.06        1.87
Combinational          0.109         0.0826       0.192
Sequential            0.0165           2.34        2.36
[per-stage QoR]
stage	instances	total power [mW]	worst slack (ns)	area (µm²)	utilization, %
2_1_floorplan	13065	2.49	126.57	316000	-
3_3_place_gp	21953	2.59	133.06	334000	53.1
3_5_place_dp	21953	2.60	133.00	334000	53.1
4_1_cts	23586	4.46	134.22	362000	57.6
5_1_grt	23630	4.55	133.98	362000	57.6
6_report	23650	4.42	134.13	362000	57.6
Power figures rest on the tool's default switching activity, not on a simulated workload.
