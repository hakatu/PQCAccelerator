==> /design/flow/design.v <==
module fifox
    (
     clk,
     rst_,
     fiford,         
     fifowr,         
     fifodin,        
     fifofull,       
     fifolen,        
     notempty,       
     fifodout        
     );
parameter ADDRBIT = 4;
parameter LENGTH = 16;
parameter WIDTH = 8;
parameter FIFODOUT_NOLATCH = 1'b1;
input   clk,
        rst_,
        fiford,
        fifowr;
input [WIDTH-1:0] fifodin;
output  fifofull,
        notempty;
output [ADDRBIT:0] fifolen;
output  [WIDTH-1:0] fifodout;
reg     [WIDTH-1:0]     memfifo [LENGTH-1:0];
reg     [ADDRBIT:0]     fifo_len;
reg     [ADDRBIT-1:0]   wrcnt;
wire    fifoempt;
assign  fifoempt    =   (fifo_len=={1'b0,{ADDRBIT{1'b0}}});
wire    notempty;
assign  notempty    =   !fifoempt;
wire    fifofull;
assign  fifofull    =   (fifo_len[ADDRBIT]);
assign  fifolen     =   fifo_len;
wire    write;
assign  write       =   (fifowr& !fifofull);
wire    read;
assign  read        =   (fiford& !fifoempt);
wire    [ADDRBIT-1:0]   rdcnt;
assign  rdcnt       =   wrcnt - fifo_len[ADDRBIT-1:0];
integer     i;
always @(posedge clk or negedge rst_)
    begin
    if(!rst_) for(i=0; i<LENGTH; i=i+1) memfifo[i] <= {WIDTH{1'b0}};
    else if(write) memfifo[wrcnt] <= fifodin;
    end
always @(posedge clk or negedge rst_)
    begin
    if(!rst_)       wrcnt <= {ADDRBIT{1'b0}};
    else if(write)  wrcnt    <= wrcnt  + 1'b1;
    end
always @(posedge clk or negedge rst_)
    begin
    if(!rst_) fifo_len  <= {1'b0,{ADDRBIT{1'b0}}};
    else
        case({read,write})
        2'b01: fifo_len <= fifo_len + 1'b1;
        2'b10: fifo_len <= fifo_len - 1'b1;
        default: fifo_len <= fifo_len;
        endcase
    end
reg     [WIDTH-1:0] fifodout;
always @(posedge clk or negedge rst_)
    begin
    if(!rst_) fifodout <= {WIDTH{1'b0}};
    else if(read) fifodout <= memfifo[rdcnt];
    else if(FIFODOUT_NOLATCH) fifodout <= {WIDTH{1'b0}};
    end
endmodule  
==> /design/flow/run.sh <==
#!/bin/bash
# OpenROAD 26Q1-2900-gdf79404cd8, Yosys 0.63+post, stock flow scripts
make -C /OpenROAD-flow-scripts/flow DESIGN_CONFIG=/design/flow/config.mk WORK_HOME=/design/flow/orfs finish
==> /design/flow/config.mk <==
export PLATFORM = sky130hd
export DESIGN_NAME = fifox
export DESIGN_NICKNAME = fifox
export VERILOG_FILES = /design/flow/design.v
export SDC_FILE = /design/flow/constraint.sdc
export NUM_CORES = 4
export LEC_CHECK = 1
export CORE_UTILIZATION = 40
export SYNTH_HDL_FRONTEND = slang
==> /design/flow/constraint.sdc <==
current_design fifox

set clk_period 8.9
set clk_io_pct 0.2

create_clock -name clk0 -period $clk_period [get_ports {clk}]

set non_clock_inputs [all_inputs -no_clocks]
set_input_delay [expr $clk_period * $clk_io_pct] -clock clk0 $non_clock_inputs
set_output_delay [expr $clk_period * $clk_io_pct] -clock clk0 [all_outputs]
==> impl_metrics.sql <==
-- load yosys + openroad results
INSERT INTO impl_metrics (metric_group, metric, value, unit) VALUES
('run_status', 'run_status', 'completed', ''),
('global_route', 'first_pass_grt_wire_length', '21870', 'um'),
('worst_setup_path', 'cp_slowest_stage_delay', '0.52', 'ns'),
('drt', 'post-route-drc-count', '0', ''),
('power', 'power_per_cell_area', '422.5', 'nW/um2'),
('yosys', 'yosys_register_bits', '145', ''),
('timing', 'timing.final.max_slew_violations', '0', ''),
('layout', 'area_delta_synth_final', '15.26', '%'),
('yosys', 'largest_area_cell', 'sky130_fd_sc_hd__dfrtp_1', ''),
('placed_design', 'io_buffer_count', '26', ''),
('layout', 'layout.cells.non_filler', '691', ''),
('global_route', 'first_global_vias', '3969', ''),
('clock_tree', 'cts_root_buf', 'sky130_fd_sc_hd__clkbuf_16', ''),
('clock_tree', 'cts_max_level', '4', ''),
('timing', 'final_skew', '0.006496', 'ns'),
('yosys', 'portion_of_synthesized_cell_area_occupied_by_the_leading_cell_type', '0.5364', ''),
('yosys', 'synth_area', '6764', 'um2'),
('yosys', 'edf_count', '0', ''),
('layout', 'finalInstanceArea', '7796', 'um2'),
('worst_setup_path', 'timing.critical_path.arrival', '4.20', 'ns'),
('clock_tree', 'worst_setup_hold_path_clk_slew', '0.06', 'ns'),
('global_route', 'grt.overflow.total', '0', ''),
('job', 'cap_violations', '0', ''),
('drt', 'avgRoutedWirePerCell', '18.95', 'um'),
('clock_tree', 'tritoncts', 'built', ''),
('clock_tree', 'clk_path_buf_depth', '2', ''),
('timing', 'final-setup-viol-count', '0', ''),
('worst_setup_path', 'path_class', 'primary input to register', ''),
('worst_hold_path', 'hold_path_end', 'memfifo[50]$_DFFE_PN0P_', ''),
('floorplan', 'placementRows', '47', ''),
('yosys', 'synth.top_cells.by_count', '145 x sky130_fd_sc_hd__dfrtp_1, 120 x sky130_fd_sc_hd__mux2_2, 32 x sky130_fd_sc_hd__mux4_2', ''),
('yosys', 'mux_frac_synth', '0.3450', ''),
('yosys', 'synthArstFlopShare', '1.000', ''),
('yosys', 'synth_unique_cells', '39', ''),
('worst_setup_path', 'worstRegToRegCells', '8', ''),
('drt', 'drt-pass1-iter-count', '4', ''),
('yosys', 'syn-instance-count', '432', ''),
('job', 'warning_count', '29', ''),
('timing', 'post-route-min-period', '3.911', 'ns'),
('worst_setup_path', 'crit_path_cell_trace', 'clkdlybuf4s50_1 -> nor2b_2 -> inv_1 -> ha_1 -> xor2_1 -> ha_1 -> and3b_1 -> o21ai_0 -> a21oi_1 -> xor2_1', ''),
('clock_tree', 'postCtsHoldBufs', '0', ''),
('worst_setup_path', 'reg2reg_slack', '6.24', 'ns'),
('floorplan', 'floorplan.core_util', '0.4093', ''),
('clock_tree', 'post_cts_resize_count', '0', ''),
('yosys', 'synth_compound_gate_area_share', '0.01979', ''),
('worst_setup_path', 'timing.rr.start', 'wrcnt[0]$_DFFE_PN0P_', ''),
('timing', 'max_freq', '0.2557', 'GHz'),
('yosys', 'ys_dominant_reg_cell', 'sky130_fd_sc_hd__dfrtp_1', ''),
('power', 'peakVddDrop', '429.1', 'uV'),
('global_route', 'grt_antenna_before_repair', '0', ''),
('worst_setup_path', 'critPathCaptureType', 'register', ''),
('global_route', 'grtUsageTotal', '0.1715', ''),
('yosys', 'synth.comb.largest_family', 'multiplexers', ''),
('drt', 'final_antenna_net_count', '0', ''),
('placed_design', 'post-dp-hpwl', '8290', 'um'),
('yosys', 'xor_share', '0.01831', ''),
('worst_setup_path', 'worst-endpoint-required', '9.19', 'ns'),
('yosys', 'synth_top_cell_by_count', 'sky130_fd_sc_hd__dfrtp_1', ''),
('clock_tree', 'tritoncts_num_sinks', '145', ''),
('worst_setup_path', 'start_kind', 'primary input', ''),
('global_route', 'grt_max_degree', '86', ''),
('timing', 'max_slew.worst_pin.slew', '0.7815', 'ns'),
('placed_design', 'dpl_cells', '660', ''),
('timing', 'rsz_0062_raised_after_global_routing', 'false', ''),
('floorplan', 'chipWidth', '132.0', 'um'),
('timing', 'slew-limit-headroom', '0.4790', ''),
('placed_design', 'placement.cell_area', '7204', 'um2'),
('timing', 'timing.setup.tns', '0', 'ns'),
('worst_hold_path', 'worstHoldPathCells', '1', ''),
('timing', 'final_min_period_over_clock_period', '0.4394', ''),
('worst_hold_path', 'hold_class', 'register to register', '');
cell usage in the layout, fill, tap and decap left out, drive strengths merged, types with 6 or more instances in the layout:
cell	instances
dfrtp	145
mux2	129
mux4	32
clkdlybuf4s50	25
clkbuf	23
mux2i	16
nor2	15
ha	10
o22ai	8
inv	7
xor2	7
nand2	7
nand3	6
final cells by class:
type	instances	area, um2
clock buffer	23	488.0
clock inverter	8	103.9
fill	1405	8728
inverter	7	26.28
multi-input combinational	258	2983
sequential	145	3628
tap	220	275.3
timing repair buffer	30	291.5
logic make-up (layout without fill, tap and decap cells):
| family | after synthesis | in the layout |
|---|---|---|
| buf+inv | 29 | 68 |
| fa+ha+maj | 11 | 11 |
| compound gates | 21 | 21 |
| xor+xnor | 12 | 12 |
| simple gates | 37 | 37 |
| mux | 177 | 177 |
| flops | 145 | 145 |
routing by layer:
metal	up-vias	global-route usage	part of all wire
met4	0	0.01550	0.0077
met1	1950	0.2604	0.46
met2	70	0.2681	0.48
li1	1659	-	-
met3	6	0.04986	0.044
met5	-	0	0
worst max path at each step:
stage | start | endpoint | slack (ns) | depth (start not counted)
after CTS | fifowr | fifolen[4]$_DFFE_PN0P_ | 5.02 | 10
final | fifowr | fifolen[4]$_DFFE_PN0P_ | 4.99 | 10
after global routing | fifowr | fifolen[4]$_DFFE_PN0P_ | 4.76 | 10
stage by stage:
step                      setup slack, ns  power, uW  utilization  hold WS, ns
after global placement              4.697       2592       0.4360       0.4647
after detailed placement            4.595       2624       0.4360       0.4705
after global routing                4.760       3512       0.4718       0.5072
after floorplan                     5.406       2281            -       0.4526
after CTS                           5.022       3341       0.4718       0.4842
final                               4.989       3294       0.4718       0.4787
report_power, final:
part	internal, uW	switching (uW)	total, uW
Clock	441	261	703
Combinational	804	675	1480
Sequential	952	161	1110
flip-flops by register name (all words and copies together) (netlist names):
signal and count:
fifodout 8, wrcnt 4, fifolen 5, memfifo 128
No activity file was given, so power comes from the tool's default toggle rates.
